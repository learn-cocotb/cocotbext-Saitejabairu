`design/flow/run.sh`:
```
#!/bin/bash
# OpenROAD 26Q1-2900-gdf79404cd8, Yosys 0.63+post, stock flow scripts
make -C /OpenROAD-flow-scripts/flow DESIGN_CONFIG=/design/flow/config.mk WORK_HOME=/design/flow/orfs finish
```
`design/flow/config.mk`:
```
export PLATFORM = sky130hd
export DESIGN_NAME = gpib_dut
export DESIGN_NICKNAME = gpib_dut
export VERILOG_FILES = /design/flow/design.v
export SDC_FILE = /design/flow/constraint.sdc
export NUM_CORES = 4
export LEC_CHECK = 1
export CORE_AREA = 10 10 70 70
export DIE_AREA = 0 0 80 80
```
`design/flow/constraint.sdc`:
```
current_design gpib_dut

set clk_period 1.3
set clk_io_pct 0.2

create_clock -name clk0 -period $clk_period [get_ports {clk}]

set non_clock_inputs [all_inputs -no_clocks]
set_input_delay [expr $clk_period * $clk_io_pct] -clock clk0 $non_clock_inputs
set_output_delay [expr $clk_period * $clk_io_pct] -clock clk0 [all_outputs]
```
`design/flow/design.v`:
```
module gpib_dut (
   input wire clk,
    input wire rst_n,
    input wire [7:0] data_in,  
    input wire send_data,  
    output reg [7:0] data_out,  
    output reg NRFD,  
    output reg NDAC,  
    output reg DAV,  
    output reg ATN  
);
typedef enum logic [1:0] {
    IDLE = 2'b00,
    ACTIVE = 2'b01,
    WAIT = 2'b10
} state_t;
state_t state, next_state;
always_ff @(posedge clk or negedge rst_n) begin
    if (!rst_n) begin
        state <= IDLE;
        data_out <= 8'b0;
        NRFD <= 1;
        NDAC <= 1;
        DAV <= 0;
        ATN <= 0;
    end else begin
        state <= next_state;
        case (next_state)
            IDLE: begin
                data_out <= 8'b0;
                NRFD <= 1;
                NDAC <= 1;
                DAV <= 0;
                ATN <= 0;
            end
            ACTIVE: begin
                data_out <= data_in;
                NRFD <= 0;
                NDAC <= 0;
                DAV <= 1;
                ATN <= 0;
            end
            WAIT: begin
                NRFD <= 1;
                NDAC <= 1;
                DAV <= 0;
                ATN <= 0;
            end
        endcase
    end
end
always_comb begin
    next_state = state;
    case (state)
        IDLE: begin
            if (send_data) begin
                next_state = ACTIVE;
            end
        end
        ACTIVE: begin
            next_state = WAIT;
        end
        WAIT: begin
            next_state = IDLE;
        end
    endcase
end
endmodule
```
==> flow_summary.json <==
{
  "crit_chain": "dlygate4sd2_1",
  "critPathKind": "flip-flop to primary output",
  "setup_viol_count_final": 0,
  "cpPeakStageDelay_ns": 0.54,
  "routed.top_layer": "met3",
  "cp-start-kind": "flip-flop",
  "p_leak_uw": 0.000395,
  "period_used_pct": 97.5,
  "avgRoutedWirePerCell_um": 10.8,
  "async_flop_share_pct": 100,
  "ys.flop_type": "dfrtp_1",
  "clock.latency.late_pin_ns": 0.27,
  "yosys.stat.seqShare_pct": 61.4,
  "met2_length_um": 628,
  "portBuffers": 21,
  "ys_ff": 13,
  "grt_pass1_wl_um": 2100,
  "status": "finished clean",
  "grt_antenna_before_repair": 0,
  "ant_nets": 0,
  "crit_fanout": 3,
  "yosys_area_um2": 534,
  "rsz0062_at_grt": "true",
  "overflow": 0,
  "initialDrtViolationCount": 11,
  "ioPinCount": 23,
  "dieArea_mm2": 0.00640,
  "synth_cell_type_count": 13,
  "yosys_warnings": 1,
  "openroad.warnings": 26,
  "cts.hold.buffers_added": 0,
  "syn_area_um2": 534,
  "fin_skew_ns": 0.00190,
  "fp_util_pct": 15.6,
  "yosys_cells": 51,
  "maxCapViolCount": 0,
  "wl_um": 1310,
  "cts_root_buffer": "clkbuf_4",
  "cts_tree": "yes",
  "end_kind": "primary output",
  "rows": 21,
  "cts_buffers": 3,
  "cts.sinks": 13,
  "viasPerCell": 3.43,
  "first_pass_iters": 2,
  "crit_arrival_ns": 1.01,
  "cts_buffer_depth": 2,
  "die_h_um": 80,
  "post-route-min-period_ns": 1.27,
  "gp_congestion": 0.713,
  "final.setup.tns_ns": 0,
  "top_cell": "dfrtp_1",
  "synth_area_leader_cell": "dfrtp_1",
  "critical_path.top_delay_family": "flip-flops",
  "synthTopCellsByCount": "dfrtp_1 (11), nand2_1 (10), nand3_1 (8), o21ai_0 (8), buf_4 (3)",
  "netlist.area_leader.share_pct": 51.5,
  "syn_inst": 51,
  "synth-edff-count": 0,
  "fillCellCount": 383,
  "coreArea_mm2": 0.00342,
  "met3_length_um": 158,
  "cts.clk_slew.worst_paths_ns": 0.09,
  "grt_max_degree": 14,
  "wl_met1_um": 526,
  "post-route-drc-count": 0,
  "drv_slew": 0,
  "syn2layout_area_growth_pct": 54.1,
  "crit_slowest_cell": "dfstp_2",
  "cp_data_required_time_ns": 1.04,
  "drive_gt1_share_pct": 18.4,
  "postSynthAreaPerCell_um2": 10.5,
  "area_leaders": "dfrtp_1 (52%), dfstp_2 (9.8%), nand3_1 (7.5%), o21ai_0 (7.5%), nand2_1 (7.0%)",
  "final-hold-violation-count": 0,
  "timing.fmax_mhz": 789,
  "die_w_um": 80,
  "vias": 418,
  "grt_usage_pct": 4.05,
  "h-tree-depth": 1,
  "hp-class": "input port to async pin",
  "path_buffers": 1,
  "whs_ns": 0.300,
  "grt_pass1_vias": 450,
  "worst-r2r-setup-slack_ns": 0.27,
  "power_density_mw_per_mm2": 860,
  "diodes": 0,
  "worst_ir_drop_vdd_uv": 159
}
## cell families (layout without fill, tap and decap cells)
family	Yosys count	count (layout)	share of synthesized area, %
and+or+nand+nor	19	19	16.2
buffers and inverters	8	33	10.8
AOI/OAI and AO/OA	10	10	11.0
DFF	13	13	61.4
other	1	1	0.702
## power by group
| part | leakage, µW | switching [µW] | internal, µW |
|---|---|---|---|
| logic | 0.000202 | 18.5 | 34.4 |
| registers | 0.000175 | 0 | 404 |
| clock network | 0.0000177 | 137 | 114 |
| total | 0.000395 | 156 | 553 |
## layout make-up
| class | instances | area, µm² | area share, % |
|---|---|---|---|
| clock inverters | 1 | 5.00 | 0.608 |
| clock buffers | 3 | 22.5 | 2.74 |
| multi-input cells | 30 | 149 | 18.1 |
| flip-flops and latches | 13 | 328 | 39.8 |
| inverters | 2 | 7.51 | 0.912 |
| repair buffers | 27 | 254 | 30.9 |
| well taps | 46 | 57.6 | 6.99 |
## metal layers
metal | global-route usage, % | up-vias
li1 | - | 214
met1 | 4.60 | 193
met2 | 6.66 | 11
met3 | 2.27 | 0
met4 | 0.528 | 0
met5 | 0 | -
## stage by stage
step	worst slack [ns]	instances	total power, µW	util (%)	area, µm²
global placement	0.0560	116	464	23.3	795
finish	0.0325	122	708	24.1	823
global route	-0.00811	122	745	24.1	823
floorplan	0.335	51	421	-	534
CTS	0.00996	122	723	24.1	823
detailed placement	0.0330	116	466	23.3	795
## layout by cell type (no fill, tap or decap), types with 2 or more instances in the layout
master,synthesis,routed
buf_4,3,5
clkbuf_4,0,3
clkdlybuf4s50_1,0,10
dfrtp_1,11,11
dfstp_2,2,2
dlygate4sd2_1,0,11
inv_1,2,2
nand2_1,10,10
nand3_1,8,8
o21ai_0,8,8
## timing repair
item	4_1_cts	5_1_grt
endpoints found under the setup margin	11	2
setup buffers	2	0
resized	11	0
## worst paths after layout
check,depth (start not counted),from,end
max,1,NDAC$_DFFE_PN1P_,NRFD
min,2,rst_n,data_out[0]$_DFFE_PN0P_
max reg2reg,2,state[0]$_DFF_PN1_,DAV$_DFFE_PN0P_
min reg2reg,1,state[1]$_DFF_PN0_,state[0]$_DFF_PN1_
max in group asynchronous,2,rst_n,NDAC$_DFFE_PN1P_
min in group clk0,1,state[1]$_DFF_PN0_,state[0]$_DFF_PN1_
## sequential cells by signal, summed over array words and instances (netlist names)
name / flops
data_out: 8
DAV: 1
state: 3
NDAC: 1
Power and IR drop assume default switching activity.
