--- ./run.sh ---
#!/bin/bash
# OpenROAD 26Q1-2900-gdf79404cd8, Yosys 0.63+post, stock flow scripts
make -C /OpenROAD-flow-scripts/flow DESIGN_CONFIG=/design/flow/config.mk WORK_HOME=/design/flow/orfs finish
--- ./config.mk ---
export PLATFORM = sky130hd
export DESIGN_NAME = gpib_interface
export DESIGN_NICKNAME = gpib_interface
export VERILOG_FILES = /design/flow/design.v
export SDC_FILE = /design/flow/constraint.sdc
export NUM_CORES = 4
export LEC_CHECK = 1
export CORE_AREA = 10 10 71 71
export DIE_AREA = 0 0 81 81
--- ./constraint.sdc ---
current_design gpib_interface

set clk_period 2.4
set clk_io_pct 0.2

create_clock -name clk0 -period $clk_period [get_ports {clk}]

set non_clock_inputs [all_inputs -no_clocks]
set_input_delay [expr $clk_period * $clk_io_pct] -clock clk0 $non_clock_inputs
set_output_delay [expr $clk_period * $clk_io_pct] -clock clk0 [all_outputs]
--- ./design.v ---
`timescale 1ns / 1ns
module gpib_interface #
(
    parameter DATA_WIDTH = 8,     
    parameter ADDR_WIDTH = 5      
)
(
    input  wire                  clk,                 
    input  wire                  rst,                 
    inout  wire [DATA_WIDTH-1:0] gpib_data,           
    input  wire                  atn,                 
    input  wire                  eoi,                 
    input  wire                  ifc,                 
    input  wire                  ren,                 
    input  wire                  srq,                 
    input  wire                  ndac,                
    input  wire                  dav,                 
    input  wire                  nrfd,                
    input  wire [ADDR_WIDTH-1:0] device_address,       
    input  wire [ADDR_WIDTH-1:0] address,              
    output wire                  listener,            
    output wire                  talker,              
    output wire                  controller,          
    output wire                  error                
);
reg [DATA_WIDTH-1:0] data_reg;
reg [ADDR_WIDTH-1:0] current_address;
reg listener_enable;
reg talker_enable;
reg controller_enable;
reg error_flag;
always @(posedge clk or posedge rst) begin
    if (rst) begin
        data_reg <= {DATA_WIDTH{1'b0}};
        listener_enable <= 1'b0;
        talker_enable <= 1'b0;
        controller_enable <= 1'b0;
        error_flag <= 1'b0;
        current_address <= {ADDR_WIDTH{1'b0}};
    end else begin
        current_address <= device_address;   
        error_flag <= 1'b0;
        if (!atn && !ifc && (current_address == address)) begin
            listener_enable <= 1'b1;
            talker_enable <= 1'b0;
            controller_enable <= 1'b0;
        end else if (!ifc && srq && (current_address == address)) begin
            talker_enable <= 1'b1;
            listener_enable <= 1'b0;
            controller_enable <= 1'b0;
        end else if (!ifc && !ren) begin
            controller_enable <= 1'b1;
            listener_enable <= 1'b0;
            talker_enable <= 1'b0;
        end else begin
            listener_enable <= 1'b0;
            talker_enable <= 1'b0;
            controller_enable <= 1'b0;
        end
        if (nrfd || ndac || (dav && listener_enable && !gpib_data)) begin
            error_flag <= 1'b1;   
        end
    end
end
assign listener = listener_enable;
assign talker = talker_enable;
assign controller = controller_enable;
assign error = error_flag;
assign gpib_data = (!listener_enable && dav) ? data_reg : {DATA_WIDTH{1'bz}};   
endmodule
==> flow_summary.ini <==
; yosys + openroad results
[synthesis]
syn_area_um2 = 389
ys_seq_elements = 9
yosys.area.top_type = dfrtp_1
ys_cells = 33
synth_area_per_cell_um2 = 11.8
yosysWarnings = 2
top_cells_by_area = dfrtp_1, buf_4, xnor2_1
synth_top_area_share_pct = 57.9
synth_cell_type_count = 12
synth_seq_share_pct = 57.9
syn_inst = 33
ys_area_um2 = 389

[power]
p_comb_share_pct = 14.0
p_int_uw = 311
seq_power_share_pct = 42.5
power_uw = 379
ir_worst_vdd_v = 0.000315
p_clk_share_pct = 43.5
power_density_mw_per_mm2 = 557
swShare_pct = 18.0
leakagePower_uw = 0.000274
power.net_switching_uw = 68.3

[critical_path]
critical_path.top_delay_family = buffers and inverters
critical_path_buf_inv_count = 1
rrSetupSlack_ns = 1.30
reg2reg_depth = 3
cp_slowest_cell = clkdlybuf4s50_1
worstPathCellList = clkdlybuf4s50_1
crit_path_max_fanout = 2
r2r-end = controller_enable$_DFF_PP0_
timing.rr.start = current_address[0]$_DFF_PP0_
start_kind = flip-flop
critPathMaxStageDelay_ns = 0.47
crit_type = reg -> out
endpoint_kind = output pin
worstPathArrival_ns = 1.04
worstPathRequired_ns = 1.92

[detailed_routing]
firstDrtPassIters = 2
antenna_cells = 0
drcViolationCount = 0
vias = 271
wl_per_cell_um = 9.17
m1WireLength_um = 447
dr_wl_met3_um = 198
wirelength_um = 972
drtIter0Drc = 4
drt-vias-per-instance = 2.56
wl_met2_um = 327
highest_layer = met3
ant_nets = 0

[finish]
syn2layout_area_growth_pct = 74.9
fillerInstances = 398
layout_top_cells = clkdlybuf4s50_1, dfrtp_1, conb_1, xnor2_1, clkbuf_8
layout_top_cell = clkdlybuf4s50_1
drive_gt1_share_pct = 5.17

[worst_hold_path]
min_from = listener_enable$_DFF_PP0_
worstHoldPathCells = 1
hp-class = reg -> reg
min_delay_worst_endpoint = error_flag$_DFF_PP0_

[timing]
finalClockSkew_ns = 0.00163
fmax_mhz = 660
hold_viol = 0
timing.final.crit_share_pct = 63.2
period_minus_slack_ns = 1.52
rsz0062_at_grt = false
final_max_slew_viol_count = 0
setup_violations = 0
fin_tns_setup_ns = 0

[clock_tree]
cts_tree = done
clkTransAtPathRegs_ns = 0.04
cts_root_buf = clkbuf_8
cts.sink_count = 9
cts_setup_buffers = 0
cts_resized = 0
numCtsBuffers = 3
hold_buffers = 0
clk_latency_ns = 0.22
htree_levels = 1
clock_path_buffers = 2

[global_routing]
grt_pass1_vias = 298
grt_usage_pct = 3.04
grt_pass1_wl_mm = 1.49
overflow = 0
grt_max_degree = 10
antenna_found_initial = 0

[job]
warnings = 26
cap_violations = 0

[floorplanning]
die-area_mm2 = 0.00656
io_pins = 32
row_count = 22
dieWidth_um = 81
core_area_mm2 = 0.00363
fp_util_pct = 10.7
die_y_um = 81

[placement]
io_buffers = 22
place_congestion = 0.768
dpl.hpwl_um = 877

[run_status]
status = complete, no violations
power groups by stage:
stage	Clock [uW]	Sequential (uW)	Combinational, uW
finish	165	161	53.1
CTS	172	161	54.6
global route	187	161	59.3
final cells by class:
class	instances	area (um^2)	area share, %
sequential	9	225	33.1
timing repair buffer	22	220	32.4
multi-input combinational	22	126	18.6
tap	48	60.1	8.82
clock buffer	4	45.0	6.62
inverter	1	3.75	0.551
synth_stat cells:
cell and instances:
nand2_1 2, nor4_1 2, a211o_1 1, dfrtp_1 9
conb_1 1, nand3_1 1, inv_1 1, o31a_1 1
buf_4 8, xnor2_1 5, nor2b_1 1, nor2_1 1
metal layers:
layer | track usage (%) | up-vias
met2 | 3.66 | 25
met3 | 3.01 | 0
li1 | - | 139
met1 | 3.84 | 107
met4 | 0.346 | 0
met5 | 0 | -
worst max-delay path by stage:
| stage | to | depth (start not counted) | slack, ns | from |
|---|---|---|---|---|
| global route | listener | 1 | 0.83 | listener_enable$_DFF_PP0_ |
| finish | listener | 1 | 0.88 | listener_enable$_DFF_PP0_ |
| CTS | listener | 1 | 0.88 | listener_enable$_DFF_PP0_ |
cell families (layout without fill, tap and decap cells):
family / after synthesis / in the layout / synth area share (%)
and+or+nand+nor: 7 / 7 / 9.00
xor gates and xnor gates: 5 / 5 / 11.3
AOI/OAI and AO/OA: 2 / 2 / 4.50
DFF: 9 / 9 / 57.9
buffers and inverters: 9 / 27 / 16.4
other: 1 / 8 / 0.964
registers in the layout, indices dropped and copies added (netlist names):
| register | cells |
|---|---|
| current_address | 5 |
| controller_enable | 1 |
| error_flag | 1 |
| listener_enable | 1 |
| talker_enable | 1 |
through the flow:
step / cells / util [%] / setup slack [ns] / hold slack, ns / cell area [um^2]
after global placement: 102 / 17.5 / 0.719 / 0.471 / 636
after global routing: 106 / 18.7 / 0.828 / 0.509 / 681
after CTS: 106 / 18.7 / 0.879 / 0.490 / 681
after detailed placement: 102 / 17.5 / 0.706 / 0.481 / 636
final: 106 / 18.7 / 0.884 / 0.492 / 681
after floorplan: 40 / - / 1.26 / 0.308 / 415
Power figures rest on the tool's default switching activity, not on a simulated workload.
